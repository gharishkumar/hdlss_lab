<file path="design.v">
module decade_counter(clk, reset, count);
  wire [31:0] _0_;
  wire _1_;
  wire _2_;
  input clk;
  wire clk;
  output [3:0] count;
  reg [3:0] count;
  input reset;
  wire reset;
  assign _0_ = count + 32'd1;
  always @(posedge clk)
    if (_1_) count <= 4'h0;
    else count <= _0_[3:0];
  assign _1_ = | { _2_, reset };
  assign _2_ = count == 4'h9;
endmodule
module tb_decade_counter();
  wire reset;
  assign reset = 1'h0;
endmodule
</file>
<file path="run.sh">
#!/bin/bash
# OpenROAD 26Q1-2900-gdf79404cd8, Yosys 0.63+post, stock flow scripts
make -C /OpenROAD-flow-scripts/flow DESIGN_CONFIG=/design/flow/config.mk WORK_HOME=/design/flow/orfs finish
</file>
<file path="config.mk">
export PLATFORM = sky130hd
export DESIGN_NAME = decade_counter
export DESIGN_NICKNAME = decade_counter
export VERILOG_FILES = /design/flow/design.v
export SDC_FILE = /design/flow/constraint.sdc
export NUM_CORES = 4
export LEC_CHECK = 1
export CORE_AREA = 10 10 70 70
export DIE_AREA = 0 0 80 80
</file>
<file path="constraint.sdc">
current_design decade_counter

set clk_period 1.3
set clk_io_pct 0.2

create_clock -name clk0 -period $clk_period [get_ports {clk}]

set non_clock_inputs [all_inputs -no_clocks]
set_input_delay [expr $clk_period * $clk_io_pct] -clock clk0 $non_clock_inputs
set_output_delay [expr $clk_period * $clk_io_pct] -clock clk0 [all_outputs]
</file>
==> results_slide.txt <==
Implementation Results

Yosys
  • Synth Area in XOR/XNOR: 0
  • Post-Syn Instances: 19
  • Cell Type Count: 13
  • Synth Seq Share: 0.4444
  • Fraction of the mapped netlist area in compound gates: 0.1042
  • Post-synthesis adder-cell area fraction: 0.1389
  • Yosys stat area: 180.2 sq um
  • Yosys warning tally: 1
  • And+or+nand+nor area frac: 0.2917
  • Top comb family, area: simple AND/OR/NAND/NOR gates
  • Mapped cell area: 180.2 sq um
  • Mux share: 0
  • #FFs+latches synth: 4
  • Syn Area/Cell: 9.483 sq um
  • # Cells Yosys: 19

Final timing
  • Slew Limit Fails: 0
  • Final Critical Period: 1.258 ns
  • Setup Total Neg Slack: 0 ns
  • Final setup vio count: 0
  • Clock Skew: 0.005094 ns
  • Count of final hold-check violations: 0
  • Cycle use final: 0.9674
  • RSZ-0062 raised after global routing: false
  • Slew at the pin closest to its max-slew limit: 0.2001 ns
  • Fmax: 0.7951 GHz
  • Max_slew headroom: 0.8663

Drt
  • Final ANT Viol Nets: 0
  • Drt pass-1 iters: 2
  • Drt total wl: 509 um
  • Total number of vias: 189
  • DRC: 0
  • 1st-iter DRT viols: 4
  • WL per Instance: 6.697 um
  • Vias/cell: 2.487

Power and ir drop
  • Total power draw: 331.9 uW
  • Static leakage: 0.0001353 uW
  • Pwr Density: 989.8 mW/mm^2
  • Peak supply drop: 191.0 uV

Worst setup path
  • CP endpoint kind: output pin
  • CP top delay family: buffers and inverters
  • Critical Path Slowest Stage Cell: clkdlybuf4s50_1
  • Crit path max fanout: 2
  • Critical path startpoint: count[2]
  • Crit Path Class: register to output pin
  • Slowest stage delay, CP: 0.45 ns
  • R2R depth: 4
  • Critical path buffers and inverters: 1
  • Stages on worst setup path: 1
  • CP startpoint kind: register
  • Reg2reg start: count[1]
  • CP required: 1.04 ns
  • Worst Path Arrival: 1.00 ns
  • Cells along the critical path: clkdlybuf4s50_1

Min path
  • Min-Delay Path Class: register to register
  • Cells on Worst Hold Path: 1
  • HP Start: count[0]

Final layout
  • Largest register FFs: 4
  • Design area: 335.3 sq um
  • Fill cells: 408
  • Fin cells: 76
  • Largest registers: count x4
  • Share of cells above drive strength 1: 0.3103
  • Leading cell types in the layout, fill and taps excluded: clkbuf_4, dfxtp_2
  • Final Util: 0.09817
  • Largest Register: count
  • Area grow syn2layout: 86.11%

GRT
  • Antenna violations before repair: 1
  • Gr usage total: 0.01830
  • Number of global-route vias before repair: 201
  • First-pass GRT wire length: 828 um
  • Total congestion overflow: 0
  • Largest net degree at the start of global routing: 7

Clock tree
  • H-tree depth: 1
  • Clk latency of the worst-skew pair: 0.23 ns
  • Worst-path clk slew: 0.04 ns
  • TritonCTS clock tree: built
  • CTS Buf Count: 3
  • Clock tree sinks: 4
  • Clock Tree Buf Depth: 2
  • Root buf cell: clkbuf_4

Outcome
  • Status: finished clean

Die
  • Die height: 80 um
  • Die width: 80 um
  • Die area: 0.006400 sq mm
  • Top Ports: 6
  • Floorplan Utilization: 0.05275
  • Core area: 0.003416 sq mm
  • # rows: 21

Flow run
  • Max Cap Viol: 0
  • Number of OpenROAD warnings: 26

Placement
  • RD Place Congestion: 0.6882
  • Number of buffers added on ports: 5
  • Placed cells: 70
  • Area after DPL: 287.8 sq um
## power breakdown
group          internal (uW)  leakage, uW  switching [uW]
combinational           22.3    0.0000868            15.2
sequential               132    0.0000347            9.31
clock                    103    0.0000138            49.5
total                    258     0.000135            74.1
## cell usage after synthesis (all sizes together)
cell type | n | area (sq um)
ha | 2 | 25.02
dfxtp | 4 | 80.08
nor2 | 2 | 7.510
a31oi | 1 | 6.260
or2b | 1 | 7.510
nand3b | 1 | 7.510
nand2 | 2 | 7.510
nand4b | 1 | 8.760
a21oi | 1 | 5.000
nand3 | 1 | 5.000
or3b | 1 | 8.760
inv | 1 | 3.750
o21bai | 1 | 7.510
## logic make-up after synthesis
kind of cell | count (synthesis)
AOI/OAI and AO/OA | 3
buffers and inverters | 1
adders and majority gates | 2
and+or+nand+nor | 9
DFF | 4
## path summary, 6_finish.rpt
| kind | endpoint | slack, ns |
|---|---|---|
| worst min-delay path | count[0] | 0.45 |
| worst min register to register | count[0] | 0.45 |
| worst max-delay path | count[2] | 0.04 |
| worst max register to register | count[3] | 0.13 |
## routing by layer
metal | GRT usage | share of wire | up-vias
met5 | 0 | 0 | -
met4 | 0.001761 | 0 | 0
met3 | 0.03409 | 0.31 | 0
met2 | 0.02006 | 0.30 | 10
met1 | 0.01529 | 0.40 | 89
li1 | - | - | 90
## metrics by stage
step / setup slack (ns) / hold WS, ns
2_1_floorplan: 0.1883 / 0.3291
3_3_place_gp: 0.09925 / 0.4784
3_5_place_dp: 0.08620 / 0.5012
4_1_cts: 0.02292 / 0.4531
5_1_grt: 0.01011 / 0.4771
6_report: 0.04235 / 0.4508
## cell type report
class	count	area (sq um)	share of cell area
inverters	1	3.754	0.01119
flip-flops and latches	4	87.58	0.2612
repair buffers	7	65.06	0.1940
clock buffers	3	22.52	0.06716
well taps	46	57.56	0.1716
multi-input cells	14	96.34	0.2873
diodes	1	2.502	0.007463
## repair_timing
action                                  CTS  global route
hold buffers                              0             0
endpoints found under the setup margin    4             1
setup buffers                             2             0
cloned                                    0             0
gates resized                             7             1
Power and IR drop assume default switching activity.
